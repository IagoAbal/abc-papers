$ cat config.mk
export PLATFORM = sky130hd
export DESIGN_NAME = sreg4
export DESIGN_NICKNAME = sreg4
export VERILOG_FILES = /design/flow/design.v
export SDC_FILE = /design/flow/constraint.sdc
export NUM_CORES = 4
export LEC_CHECK = 1
export CORE_AREA = 10 10 70 70
export DIE_AREA = 0 0 80 80
$ cat constraint.sdc
current_design sreg4

set clk_period 1.2
set clk_io_pct 0.2

create_clock -name clk0 -period $clk_period [get_ports {clk}]

set non_clock_inputs [all_inputs -no_clocks]
set_input_delay [expr $clk_period * $clk_io_pct] -clock clk0 $non_clock_inputs
set_output_delay [expr $clk_period * $clk_io_pct] -clock clk0 [all_outputs]
$ cat design.v
module core8 (clk,rst,inst);
input clk;
input rst;  
input [15:0] inst;  
wire[7:0] abus;  
wire[7:0] bbus;  
wire[7:0] cbus;  
wire[3:0] op$alu;  
wire[3:0] flg;  
alu8 ALU (.a(abus),.b(bbus),.op(op$alu),.flg(flg),.res(cbus));
wire SREG$ie;
wire [3:0] sreg$out, clrf; 
sreg4 sreg (.clk(clk),.rst(rst),.ie(SREG$ie),
            .in(flg),.clr(clrf),.flags(sreg$out));
wire IRie;  
wire [15:0] IRout;  
spr16 IR (.clk(clk),.rst(rst),.ie(IRie),.inbus(inst),.outbus(IRout));
wire REGS$sel;  
wire REGS$aoe;  
wire REGS$boe;  
wire[3:0] REGS$rb;  
wire[7:0] REGS$abus;
wire[7:0] REGS$bbus;
gpr8 gpr (.clk(clk),.rst(rst),.sel(REGS$sel),
          .ra(IRout[7:4]),.rb(REGS$rb),
          .abus(REGS$abus),.bbus(REGS$bbus),.cbus(cbus),
	  .aoe(REGS$aoe),.boe(REGS$boe));
ex8 ex (.clk (clk), .rst(rst), .ir(IRout), 
        .abusin(REGS$abus), .bbusin(REGS$bbus),
        .flg (sreg$out),.sie (SREG$ie), .sel(REGS$sel),
        .abus (abus), .bbus(bbus), .alu(op$alu),
        .clrf (clrf), 
        .irie (IRie), .raoe(REGS$aoe), .rboe (REGS$boe),
        .rb (REGS$rb)); 
endmodule  
module sreg4 (clk,rst,ie,in,clr,flags); 
input clk, rst,ie;
input [3:0] clr;  
output[3:0] flags;
input [3:0] in;
reg [3:0] content;
always @(posedge clk)
   content <= rst ? 4'b0 : ( ie ? in & clr: content & clr);
assign flags = content;
endmodule
module ex8 (clk,rst,ir,abusin,bbusin,flg,sie,abus,bbus,alu,
            clrf,irie,raoe,rboe,rb,sel);
input clk, rst;
input[15:0] ir;  
input[7:0] abusin, bbusin;
input[3:0] flg;
output[7:0] abus,bbus;
output[3:0] alu,clrf;
output irie, raoe, rboe,sel,sie;
output[3:0] rb;
reg[1:0] xst;  
always @(posedge clk)
        xst <= rst ? 2'b00 :  
             ((xst == 2'b00) ? 2'b01 :  
             ((xst == 2'b01) ? 2'b00 : 2'b00)); 
assign irie = 1'b1;  
assign sie = 1'b1;  
assign sel = 1'b0;  
assign abus = abusin;  
assign raoe = 1'b0;  
assign rboe = 1'b1;  
assign bbus = bbusin;  
assign rb = 4'b0;  
assign alu = 4'b1000;  
assign clrf = 4'b1111;  
endmodule
module spr16 (clk,rst,ie,inbus,outbus);
input clk,rst,ie;
input [15:0] inbus;
output [15:0] outbus;
reg[15:0] content;
always @(posedge clk)
   content <= rst ? 16'b0 : (ie ? inbus : content);
assign outbus = content;
endmodule
module gpr8 (clk, rst, sel, ra, rb, abus, bbus, 
             cbus, aoe, boe);
input clk,rst,sel,aoe,boe;
input[3:0] ra,rb;
input[7:0] cbus;
output[7:0] abus, bbus;
reg[7:0] R0;
reg[7:0] R1;
reg[7:0] R2;
reg[7:0] R3;
always @(posedge clk)
   if (rst) 
       R0 <= 8'b0;
   else if (sel & (ra == 4'b0000))  
       R0 <= cbus;
always @(posedge clk)
   if (rst) 
       R1 <= 8'b0;
   else if (sel & (ra == 4'b0001))
       R1 <= cbus;
always @(posedge clk)
   if (rst)
       R2 <= 8'b0;
   else if (sel & (ra == 4'b0010))
       R2 <= cbus;
always @(posedge clk)
   if (rst)
       R3 <= 8'b0;
   else if (sel & (ra == 4'b0011))
       R3 <= cbus;
wire[7:0] aout = R2;
assign aout = (ra == 4'b0000) ? R0 : 
	     ((ra == 4'b0001) ? R1 : 
	     ((ra == 4'b0010) ? R2 :
             ((ra == 4'b0011) ? R3 : R0 )));
wire[7:0] bout;
assign bout = (rb == 4'b0000) ? R0 : 
             ((rb == 4'b0001) ? R1 :
             ((rb == 4'b0010) ? R2 :
             ((rb == 4'b0011) ? R3 : R0)));
assign abus = aoe ? aout : 8'bz;
assign bbus = boe ? bout : 8'bz;
endmodule
$ cat run.sh
#!/bin/bash
# OpenROAD 26Q1-2900-gdf79404cd8, Yosys 0.63+post, stock flow scripts
make -C /OpenROAD-flow-scripts/flow DESIGN_CONFIG=/design/flow/config.mk WORK_HOME=/design/flow/orfs finish
==> results_slide.txt <==
Flow Results at a Glance

Layout
  – Fin cells: 75
  – Top flop regs: content (4)
  – Share of cells above drive strength 1: about 17%
  – Filler instances: a little over 400
  – Max reg flops: 4
  – P&R area growth vs syn: 137.1%
  – Most flops, register: content

Job
  – OpenROAD warning count: 25
  – Max-cap check violation count: 0

Power and ir drop
  – P_leak: roughly 0.14 nW
  – PwrDens: 974.0 nW/um2
  – Max VDD drop: approximately 200 uV
  – Total power: ~0.00036 W

Worst setup path
  – Buffers and inverters on the worst path: 1
  – Crit. End Element: register
  – CP top delay family: buffers and inverters
  – Largest stage delay on the critical path: approximately 0.61 ns
  – Startpoint Class: input pin
  – CP max-delay cell: clkdlybuf4s50_1
  – Worst Path Max Fanout: 4
  – WS Path Type: input pin to register
  – CP required: about 1.3 ns
  – CP arrival: about 1.2 ns
  – Cell Chain, Critical Path: clkdlybuf4s50_1 > mux2i_1 > nor3b_1

Clock network
  – Skew-Pair Late Insertion Delay: about 0.23 ns
  – Sink Count: 4
  – Cts bufs inserted: 3
  – Clock tree from TritonCTS: done
  – Clock Tree Root: clkbuf_4
  – Setup Buffers After CTS: 0
  – CTS Buffer Depth: 2
  – Post-cts repair resize count: 6
  – Hold-fix buffer count after cts: 0
  – H-tree depth: 1
  – Clock Pin Slew Worst Setup and Hold Paths: roughly 0.04 ns

Final timing
  – Final Slew Violations: 0
  – Worst-Margin Slew: between 0.2 and 0.3 ns
  – RSZ-0062 raised after global routing: no
  – Max Freq: ~960 MHz
  – Rel. slew slack: about 83%
  – Cycle use final: 86.61%
  – Final setup skew: 0 ns
  – Post-layout min period: approximately 1.0 ns
  – Setup Viol. Count Final: 0
  – PnR worst setup slack: 0.1607 ns
  – Final hold vios: 0

Placement
  – Placed Instances: approximately 70
  – Routability Congestion: 0.6885
  – Port bufs: 14
  – Place WS: -0.07656 ns

Routing
  – WL met2: around 280 um
  – Ant. Diodes: 0
  – Vias per cell: 2.040
  – Top Metal Used: met3
  – Starting DRT DRC Count: 6
  – DRT Wirelength: around 650 um
  – DRC: 0
  – Routed len/inst: slightly below 9 um
  – Vias: about 150
  – Met3 wire length: ~140 um
  – Detail Route Antenna Nets: 0
  – DRT Pass-1 Iters: 2
  – M1 WL: roughly 240 um

Synthesis
  – Synth top cells by count: dfxtp_1, mux2i_1, nor3b_1, clkbuf_2
  – Synth unique cells: 4
  – Post-Synthesis Cells: 13
  – Top cells by area: dfxtp_1, mux2i_1, nor3b_1
  – Number of enable flip-flop cells: 0
  – Synthesized cell area: around 160 um2
  – Top_reg_cell synth: dfxtp_1
  – Warnings, synthesis: 3
  – Ys flops: 4
  – Ys async rst share: 0%
  – Mean post-synth cell area: 11.93 um2
  – Chip area in the Yosys report: 155.1 um2
  – Yosys top cell by area: dfxtp_1
  – Area fraction of the dominant cell type after synthesis: roughly 52%
  – Register area share after synthesis: about 52%
  – Ys cells: 13

Global routing
  – Vias in the first global route: 169
  – Grt total ovfl: 0
  – Antenna violations before repair: 0
  – Global-route wire length before repair: 952 um
  – Largest net degree at the start of global routing: 5
  – Tot GR Track Use: approximately 2.2%

Worst hold path
  – Hold/Removal Path Class: register to register

Floorplanning
  – Num rows: 21
  – Core area: 3416 um2
  – Die height: 80 um
  – Die Wd: ~80 um
  – IO Count: 15
  – DIE AREA: between 6000 and 7000 um2
  – Fp util: under 10%

Status
  – Outcome: completed
layout by cell type (no fill, tap or decap):
master | synthesis | routed
clkbuf_4 | 0 | 3
clkdlybuf4s50_1 | 0 | 10
dfxtp_1 | 4 | 2
dfxtp_2 | 0 | 2
dlygate4sd2_1 | 0 | 4
mux2i_1 | 4 | 4
nor3b_1 | 4 | 4
cell families (layout without fill, tap and decap cells):
kind of cell	after synthesis	in the layout	share of synthesized area [%]
multiplexers	4	4	25.81
AND/OR/NAND/NOR	4	4	19.36
buffers and inverters	1	17	3.223
flip-flops	4	4	51.61
metrics by stage:
step                hold WS [ns]  cell area (um2)  setup TNS, ns  util [%]
global route              0.5639            367.9              0     10.77
finish                    0.5302            367.9              0     10.77
global placement          0.5611            347.8        -0.1788     10.18
floorplan                 0.3161            155.1              0         -
CTS                       0.5336            367.9              0     10.77
detailed placement        0.5280            347.8        -0.2385     10.18
cell type report:
cell class,instances,area [um2],share of cell area [%]
multi-input cells,8,70.07,19.05
clock buffers,3,22.52,6.122
well taps,46,57.56,15.65
repair buffers,14,135.1,36.73
flip-flops and latches,4,82.58,22.45
path summary, 6_finish.rpt:
path | from | end | slack [ns] | cells after the start
worst max-delay path | ie | content[2] | 0.16 | 3
worst min-delay path | content[3] | content[3] | 0.53 | 2
worst max register to register | content[2] | content[2] | 0.56 | 2
worst min register to register | content[3] | content[3] | 0.53 | 2
layer usage:
layer  vias up  global-route usage (%)
li1         78                       -
met1        64                   2.333
met2        11                   2.568
met3         0                   2.841
met4         0                  0.1761
met5         -                       0
worst reg2reg max path: stages, from the launching register on:
cell,delay [ns]
dfxtp_2,0.31
mux2i_1,0.07
nor3b_1,0.18
power breakdown:
group	switching, W	internal [W]	leakage [nW]	total [W]
combinational	0.0000132	0.0000409	0.0972	0.0000542
sequential	0.00000168	0.000139	0.0335	0.000140
clock	0.0000522	0.000112	0.0138	0.000164
No activity file was given, so power comes from the tool's default toggle rates.
